<file path="/design/flow/design.v">
module four_bit_binary_counter (
  input wire clk,        
  input wire reset,      
  output reg [3:0] count  
);
  always @(posedge clk or posedge reset) begin
    if (reset) begin
      count <= 4'b0000;
    end else begin
      if (count == 4'b1111) begin
        count <= 4'b0000; 
      end else begin
        count <= count + 1;
      end
    end
  end
endmodule
</file>
<file path="/design/flow/run.sh">
#!/bin/bash
# OpenROAD 26Q1-2900-gdf79404cd8, Yosys 0.63+post, stock flow scripts
make -C /OpenROAD-flow-scripts/flow DESIGN_CONFIG=/design/flow/config.mk WORK_HOME=/design/flow/orfs finish
</file>
<file path="/design/flow/config.mk">
export PLATFORM = sky130hd
export DESIGN_NAME = four_bit_binary_counter
export DESIGN_NICKNAME = four_bit_binary_counter
export VERILOG_FILES = /design/flow/design.v
export SDC_FILE = /design/flow/constraint.sdc
export NUM_CORES = 4
export LEC_CHECK = 1
export CORE_AREA = 10 10 70 70
export DIE_AREA = 0 0 80 80
</file>
<file path="/design/flow/constraint.sdc">
current_design four_bit_binary_counter

set clk_period 1.1
set clk_io_pct 0.2

create_clock -name clk0 -period $clk_period [get_ports {clk}]

set non_clock_inputs [all_inputs -no_clocks]
set_input_delay [expr $clk_period * $clk_io_pct] -clock clk0 $non_clock_inputs
set_output_delay [expr $clk_period * $clk_io_pct] -clock clk0 [all_outputs]
</file>
==> design notes <==
The run gives 1.20 ns as the critical path data arrival time. Final-layout fill cell count: 404. TritonCTS built the clock tree.

From bottom edge to top edge, the die measures 80 µm. The layout overhead on the synthesized area is 129%. The tools report the reg-to-reg startpoint as count[1]. Warning total across the stage logs: 25. The run gives 0 for the max-capacitance violation count. Derived from the worst setup path, the maximum achievable clock frequency is 956 MHz.

Entering global routing, the biggest net connects 5 pins. For the synthesized chip area reported by yosys, the log shows 151 µm². The first detailed-routing pass ran for 3 iterations.

The final timing report lists clock skew as 0.00606 ns. Across the whole layout, storage elements account for 100 µm². The largest register by flop count is count. Detailed-route iteration 0 reported a violation count of 2. Summing internal, switching and leakage power gives 0.334 mW. In the final layout, the registers with the most flip-flops are count: 4 flops. The mean instance size in the synthesized netlist was 13.8 µm². The most repeated cell in the gate-level netlist after synthesis is dfrtp_1. With the number of antenna violations at the first check in global routing at 0, the width of the chip is 80 µm. The run gives 1 for the level count of the clock H-tree. Switching portion of total power: 18.2%.

For this sky-water flow run, the detailed-routed wirelength per cell is reported as 7.49 µm. The clock passes through at most 2 buffers. The run gives 964 nW/µm² for the power density over the cells. The repair_antennas step left the layout with diodes totalling 0. The main flop type after synthesis was dfrtp_1. The run gives 6 for the number of distinct standard cells referenced by the synthesized netlist. The via density per instance is 2.11.

After detailed routing, the number of remaining DRC violations is 0. The logs give 1 for the yosys warning tally and 44.3% for the sequential share of power. Counting the buffers created by CTS gives 3. The synthesized design spends more area on one cell type than any other, namely dfrtp_1. The final worst-path cycle share was 95.1%; the total vias in the final route was 152. With the final design area excluding fillers at 347 µm², the post-placement cell area is 282 µm².

Routability-driven placement finished with a final weighted congestion of 0.617. The run gives 3420 µm² for the standard cell core area. The number of rows created at floorplan is 21. For the wire length of the first global-routing pass, the log shows 828 µm.

The number of clock sinks came to 4. The global route total overflow came out at 0. The root buffer cell is clkbuf_4. The category of the critical setup timing path is flop to flop. The run gives 0.04 ns for the clock slew at the register clock pins of the worst setup and hold paths. The share of flip-flops with an asynchronous set or reset after synthesis was 100%. Once routing completed, OpenROAD measured the worst setup slack at 0.0544 ns. Once synthesis finished, the tally of register bits stood at 4. Once detail routing completed, the nets flagged for antenna violations numbered 0.

Prior to clock tree synthesis, the placed netlist has a worst setup slack of -0.00513 ns. The number of cells in the yosys synthesis report is 11. Across all register-to-register paths, the minimum setup slack is 0.05 ns. STA shows the worst reg2reg path with a cell count of 4. For the worst hold slack, the log shows 0.186 ns. The flow ran to the end, and the final reports show no timing, DRC or antenna violations.

The final max-slew violation count recorded for this run is 0. The synthesized design contains 0 enable-type register cells. STA classifies the critical path startpoint as a flop.

The run gives 66.1% as the share of the yosys chip area belonging to registers. The smallest clock period supported by the final layout is computed as 1.05 ns. The tools report the leakage power as 0.168 nW.

Global routing used 1.86% of the available tracks. Leaving out buffers and inverters, the combinational logic in the layout accounts for 60.1 µm². The most critical min-delay path falls under primary input to asynchronous set/reset pin.

According to the I/O placement log, the pin count is 6. Hold-check failures listed in the final report amount to 0. The detailed router reported a total wirelength of 539 µm. The worst-case max-slew headroom was logged as 88.1%.

With the peak supply drop at 0.568 mV, the area share of the largest cell type after synthesis is 66.1%. The largest fanout on the critical path is 3. The main area contributors are dfrtp_1 (66%), a31oi_1 (12%), ha_1 (8.3%). With the final-report setup violation count at 0, the fraction of layout instances using a drive strength above 1 is 42.3%.

The net switching power in the latest report is 0.0608 mW. For the final routed database, the setup TNS stands at 0 ns. The run gives 6400 µm² for the die outline area. The combinational share of power was 2.0%; the internal power consumption was 0.273 mW. The initial utilization of the core area, before any placement, comes to 4.43%. In the synthesized netlist, the number of instances is 11. The register with the most flip-flops in the layout has 4 of them. For reference, the top cells by count after synthesis are dfrtp_1 (4), a31oi_1 (3). The required time at the worst-slack endpoint is 1.26 ns. In this run, the clock network consumes 53.7% of the power. The pin closest to its max-slew limit shows a slew of 0.178 ns. The number of global-route vias before repair is 168, and the netlist area before placement is 151 µm².

The placement report lists the number of port buffers as 5. The capturing element type of the critical path was a flop. The endpoint identified for the worst register-to-register timing path is count[3]. The clock insertion delay at the later pin of the skew report came out at 0.24 ns.
==> power groups by stage <==
stage     combinational, mW  clock (mW)  sequential [mW]
4_1_cts             0.00677       0.183            0.148
5_1_grt             0.00711       0.190            0.148
6_report            0.00661       0.179            0.148
==> what timing repair did <==
item,in CTS,in global routing
resized,5,5
setup endpoints to repair,4,5
setup buffers,4,0
pin swaps,0,1
hold buffers,0,0
==> through the flow <==
step | utilization [%] | std cells
floorplan | - | 11
finish | 10.1 | 72
global placement | 8.24 | 65
detailed placement | 8.24 | 65
CTS | 9.71 | 72
global route | 10.1 | 72
==> logic make-up after synthesis <==
kind of cell / Yosys count / share of synthesized area, %
xor+xnor: 1 / 5.79
fa+ha+maj: 1 / 8.26
compound gates: 4 / 17.4
buf+inv: 1 / 2.48
flops: 4 / 66.1
==> routing by layer <==
metal  global-route usage, %  vias to the layer above  routed length [µm]
met3                    1.59                        0                  51
met2                    1.93                       11                 178
met4                   0.352                        0                   0
met1                    2.67                       67                 309
met5                       0                        -                   0
li1                        -                       74                   -
==> layout by cell type (no fill, tap or decap) <==
cell type and n:
a21o_1 1, inv_1 1, a31oi_1 3, clkdlybuf4s15_1 4, clkdlybuf4s50_1 1, xor2_1 1
buf_4 7, dfrtp_1 4, ha_4 1, clkbuf_4 3
==> worst max-delay path by stage <==
stage / start / end
CTS: count[3] / count[3]
global route: count[1] / count[3]
finish: count[1] / count[3]
==> cell type report <==
class                   instances  area share (%)
clock buffers                   3            6.50
inverters                       1            1.08
flip-flops and latches          4            28.9
well taps                      46            16.6
repair buffers                 12            29.6
multi-input cells               6            17.3
==> worst max-delay path: stages, from the launching register on <==
cell	delay (ns)
dfrtp_1	0.39
buf_4	0.16
ha_4	0.16
a21o_1	0.15
a31oi_1	0.12
Power figures rest on the tool's default switching activity, not on a simulated workload.
