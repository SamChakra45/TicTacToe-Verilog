## design.v

```verilog
module four_digit_bcd_counter (
  input wire clk,             
  input wire reset,           
  output reg [3:0] ones,      
  output reg [3:0] tens,      
  output reg [3:0] hundreds,  
  output reg [3:0] thousands,  
  output reg enable_hundreds,  
  output reg enable_thousands  
);
  reg [13:0] counter;  
  always @(posedge clk or posedge reset) begin
    if (reset) begin
      counter <= 14'b0000_0000_0000_00;
      ones <= 4'b0000;
      tens <= 4'b0000;
      hundreds <= 4'b0000;
      thousands <= 4'b0000;
      enable_hundreds <= 1'b0;
      enable_thousands <= 1'b0;
    end else begin
      counter <= counter + 1;
      ones <= counter[3:0];
      tens <= counter[7:4];
      hundreds <= counter[11:8];
      thousands <= counter[15:12];
      enable_hundreds <= (counter[7:0] == 8'b1001);  
      enable_thousands <= (counter[11:0] == 12'b1001_1001);  
    end
  end
endmodule
```

## run.sh

```bash
#!/bin/bash
# OpenROAD 26Q1-2900-gdf79404cd8, Yosys 0.63+post, stock flow scripts
make -C /OpenROAD-flow-scripts/flow DESIGN_CONFIG=/design/flow/config.mk WORK_HOME=/design/flow/orfs finish
```

## config.mk

```make
export PLATFORM = sky130hd
export DESIGN_NAME = four_digit_bcd_counter
export DESIGN_NICKNAME = four_digit_bcd_counter
export VERILOG_FILES = /design/flow/design.v
export SDC_FILE = /design/flow/constraint.sdc
export NUM_CORES = 4
export LEC_CHECK = 1
export CORE_AREA = 10 10 91 91
export DIE_AREA = 0 0 101 101
```

## constraint.sdc

```tcl
current_design four_digit_bcd_counter

set clk_period 2.0
set clk_io_pct 0.2

create_clock -name clk0 -period $clk_period [get_ports {clk}]

set non_clock_inputs [all_inputs -no_clocks]
set_input_delay [expr $clk_period * $clk_io_pct] -clock clk0 $non_clock_inputs
set_output_delay [expr $clk_period * $clk_io_pct] -clock clk0 [all_outputs]
```

==> impl_metrics.json <==
{
  "post-place-cells": 170,
  "hold_viol_final": 0,
  "hp-start": "counter[12]$_DFF_PP0_",
  "fin_crit_sh": 0.740,
  "post-place-ws_ns": 0.639,
  "ys_ff": 30,
  "ys_chip_area_mm2": 0.00111,
  "cts_tree": "yes",
  "path_buffers": 1,
  "cp_top_family": "buffers and inverters",
  "critical_path.cell_chain": "clkdlybuf4s50_1",
  "core_mm2": 0.00635,
  "drt_iter0_drc": 36,
  "syn_avg_cell_area_um2": 14.4,
  "rr_startpoint": "counter[0]$_DFF_PP0_",
  "period_needed_ns": 1.48,
  "common_cells": "30 x dfrtp_1, 6 x inv_1, 6 x xnor2_1, 6 x xor2_1, 4 x nand2_1",
  "rr_endpoint": "counter[12]$_DFF_PP0_",
  "yosys_warnings": 2,
  "post_cts_buffers": 0,
  "warning_count": 26,
  "rsz0062_at_grt": "false",
  "stdcell_count": 178,
  "diodes": 0,
  "drtPass1Iterations": 4,
  "synth_cell_type_count": 20,
  "die_x_um": 101,
  "fin_skew_ns": 0.00285,
  "cp.required_ns": 1.60,
  "hold_end": "thousands[0]$_DFF_PP0_",
  "worstRegToRegCells": 4,
  "grt_start_max_net_pins": 31,
  "ys_seq_frac": 0.676,
  "max_freq_mhz": 676,
  "h-tree-depth": 2,
  "globalRouteMet2Util": 0.0516,
  "cts-root-buf": "clkbuf_8",
  "totalWireLength_um": 1820,
  "globalRouteOverflowTotal": 0,
  "busiest_layer": "met1",
  "first_global_vias": 652,
  "synth_stat.cells": 77,
  "fin_tns_setup_ns": 0,
  "flop_cell": "dfrtp_1",
  "viasPerCell": 3.31,
  "reg2reg_slack_ns": 0.64,
  "grt_pass1_wl_um": 3190,
  "postLayoutCoreUtil": 0.230,
  "use_met3": 0.0180,
  "slowest_stage": "clkdlybuf4s50_1",
  "end_kind": "primary output",
  "clk_latency_ns": 0.27,
  "portBuffers": 17,
  "drcViolationCount": 0,
  "critPathKind": "flop to primary output",
  "cap_viol_max_count": 0,
  "grtUsageMet1": 0.0536,
  "drive_gt1_frac": 0.139,
  "p_per_area_mw_per_mm2": 750,
  "postRouteAntennaNets": 0,
  "die.size.y_um": 101,
  "hold_path.class": "flop to flop",
  "startpoint_type": "flop",
  "cts.sinks": 30,
  "syn_inst": 77,
  "via_count": 590,
  "synth.largest_area_cell": "dfrtp_1",
  "grtUsageTotal": 0.0384,
  "status": "completed",
  "cts.clk_slew.worst_paths_ns": 0.05,
  "fp-utilization": 0.175,
  "cpPeakStageDelay_ns": 0.47,
  "finalMaxSlewViolations": 0,
  "peakVddDrop_v": 0.000372,
  "clock_path_buffers": 2,
  "fin_ws_ns": 0.520,
  "worstPathMaxFanout": 1,
  "cts_resized": 0,
  "placementRows": 29,
  "synthArstFlopShare": 1.00,
  "hpwl_um": 1320,
  "dieArea_mm2": 0.0102,
  "edf_count": 0,
  "synthesis.area_mm2": 0.00111,
  "globalplace.congestion": 0.785,
  "postCtsHoldBufs": 0,
  "area_growth_pct": 31.5,
  "top_cell_area_share": 0.676,
  "cellLeakagePower_nw": 0.669,
  "finalSetupViolCount": 0,
  "hold_path_depth": 0,
  "worst_ep_arrival_time_ns": 1.08,
  "topCellsByArea": "dfrtp_1 68%, xnor2_1 4.7%, xor2_1 4.7%",
  "cts_buffers": 5,
  "pin_count": 20,
  "routedWlPerCell_um": 10.2,
  "most_common_cell": "dfrtp_1",
  "antenna_found_initial": 0
}
per-stage QoR:
step           instance area [um^2]  hold WS, ns  power, W
2_1_floorplan                  1110        0.349  0.000630
3_3_place_gp                   1370        0.380  0.000634
6_report                       1460        0.378   0.00109
4_1_cts                        1460        0.383   0.00111
5_1_grt                        1460        0.402   0.00115
3_5_place_dp                   1370        0.370  0.000634
worst max path at each step:
stage,startpoint,end,slack (ns),cells past startpoint
after CTS,ones[0]$_DFF_PP0_,ones[0],0.48,1
after global routing,ones[0]$_DFF_PP0_,ones[0],0.45,1
final,ones[0]$_DFF_PP0_,ones[0],0.52,1
routing by layer:
metal	up-vias	share of wire
met5	-	0
met3	2	0.11
met4	0	0.023
li1	295	-
met1	275	0.46
met2	18	0.41
final cells by class:
| type | instances | area, um^2 |
|---|---|---|
| fill | 650 | 4890 |
| sequential | 30 | 751 |
| multi-input combinational | 39 | 320 |
| timing repair buffer | 18 | 178 |
| tap | 77 | 96.3 |
| clock buffer | 7 | 86.3 |
| inverter | 6 | 22.5 |
| clock inverter | 1 | 5.00 |
kinds of logic (layout without fill, tap and decap cells):
logic type | after synthesis | in the layout | synth area share
xor+xnor | 12 | 12 | 0.0947
fa+ha+maj | 2 | 2 | 0.0225
buf+inv | 9 | 32 | 0.0383
flops | 30 | 30 | 0.676
other cells | 1 | 2 | 0.00338
simple gates | 23 | 23 | 0.165
layout by cell type (no fill, tap or decap), drive strengths merged:
cell           Yosys  routed
dfrtp             30      30
clkdlybuf4s50      0      17
clkbuf             0       7
inv                6       6
xor2               6       6
xnor2              6       6
nor3               5       5
nand2              4       4
nand4              4       4
nand3              3       3
nor2               2       2
ha                 2       2
conb               1       2
nor4               2       2
and4               1       1
nor4b              1       1
nand4b             1       1
clkinv             0       1
buf                3       1
power breakdown:
group          total [W]  switching (W)  internal (W)  leakage (nW)
registers       0.000607              0      0.000607         0.386
clock network   0.000472       0.000195      0.000277        0.0482
logic          0.0000149      0.0000117    0.00000313         0.234
total            0.00109       0.000207      0.000887         0.669
state kept, by name, indices dropped and copies added, names as in the netlist:
name              cells
enable_hundreds       1
hundreds              4
thousands             2
ones                  4
counter              14
enable_thousands      1
tens                  4
Power figures rest on the tool's default switching activity, not on a simulated workload.
