==> design.v <==
module three_bit_comparator (
  input wire [2:0] a,
  input wire [2:0] b,
  output reg eq,
  output reg gt,
  output reg lt
);
  always @* begin
    eq = (a == b);
    gt = (a > b);
    lt = (a < b);
  end
endmodule
==> run.sh <==
#!/bin/bash
# OpenROAD 26Q1-2900-gdf79404cd8, Yosys 0.63+post, stock flow scripts
make -C /OpenROAD-flow-scripts/flow DESIGN_CONFIG=/design/flow/config.mk WORK_HOME=/design/flow/orfs finish
==> config.mk <==
export PLATFORM = sky130hd
export DESIGN_NAME = three_bit_comparator
export DESIGN_NICKNAME = three_bit_comparator
export VERILOG_FILES = /design/flow/design.v
export SDC_FILE = /design/flow/constraint.sdc
export NUM_CORES = 4
export LEC_CHECK = 1
export CORE_AREA = 10 10 70 70
export DIE_AREA = 0 0 80 80
==> constraint.sdc <==
current_design three_bit_comparator

set clk_period 1.9
set clk_io_pct 0.2

create_clock -name clk0 -period $clk_period

set non_clock_inputs [all_inputs -no_clocks]
set_input_delay [expr $clk_period * $clk_io_pct] -clock clk0 $non_clock_inputs
set_output_delay [expr $clk_period * $clk_io_pct] -clock clk0 [all_outputs]
==> qor.csv <==
metric,value,unit
TritonRoute pass-1 iters,1,
Gate Count Post-Synth,11,
stage-log warning count,32,
buffer and inverter count on the worst path,3,
share of post-route cells with drive strength above 1,50.0,%
Layout area overhead,227,%
number of synthesis warnings,1,
yosys cell count,11,
die area,0.00640,mm²
nature of the critical path startpoint,primary input,
initial drt markers,0,
Largest type area fraction,44.8,%
Die H,80,µm
Netlist Area Pre-Place,83.8,µm²
"Design Area, Final",274,µm²
first-pass GRT wire length,627,µm
Synth Seq Share,0,%
largest net degree at the start of global routing,4,
Die X,80,µm
WHS,1370,ps
DRC Markers,0,
Core Util at FP,2.45,%
power density over the cells,192,mW/mm²
Least-Margin Pin Slew,110,ps
Synth cell types,6,
status,finished clean,
Routed WL per cell,5.64,µm
P_leak,0.000109,µW
I/O Buffers,9,
Slew Limit Fails,0,
critical path class,primary input to primary output,
biggest area cells,"ha_1 (45%), and3_4 (13%), inv_1 (13%)",
GRT overflow,0,
number of vias per cell,1.60,
syn avg cell area,7.62,µm²
Flop area,0,µm²
CP Capture Type,primary output,
clkbuf count,0,
Final Cycle Share,94.0,%
flop count,0,
post-route ant nets,0,
Worst Path Arrival,1410,ps
logic area,111,µm²
hold_buf cts,0,
Critical Path Stages,6,
post-synth top area cell,ha_1,
CP startpoint,b[0],
"Min Clock Period, post-route",1790,ps
num rows,21,
vias in the first global route,127,
Yosys Chip Area,83.8,µm²
"Max stage delay cell, worst path",ha_1,
core box area,0.00342,mm²
placed inst area,231,µm²
MaxCap Viol Count,0,
VDD IR-drop max,0.0189,mV
antenna violations before repair,2,
Total GRT Usage,1.22,%
Final setup viols,0,
hpwl dp,305,µm
I/O Pins,9,
Fmax achieved,0.560,GHz
RePlAce Congestion,0.756,
crit-path cells,"dlygate4sd2_1, ha_1, and3_4, buf_4, a21oi_1, clkbuf_2",
Hold Path Class,primary input to primary output,
Max transition margin,92.7,%
"delay-heaviest family, CP",buffers and inverters,
Routed Wire Length,395,µm
CP peak stage delay,290,ps
"Max FO, Critical Path",2,
"Req. time, crit path",1520,ps
Fillers,406,
Hold Fails Final Rpt,0,
hold path cells,5,
Worst Hold Launch,a[2],
via count,112,
RSZ-0062 raised after global routing,no,
logic make-up after synthesis:
| group | count (synthesis) | synth area share, % |
|---|---|---|
| simple gates | 3 | 29.9 |
| fa+ha+maj | 3 | 44.8 |
| buf+inv | 3 | 13.4 |
| compound gates | 2 | 11.9 |
power breakdown:
group	switching [µW]	internal (µW)
sequential	0	0
clock	0	0.000141
combinational	18.8	33.9
routing by layer:
metal	wire [µm]	up-vias	global-route usage (%)	share of wire (%)
li1	-	62	-	-
met1	174	41	1.52	44
met2	101	9	1.36	26
met3	119	0	1.48	30
met4	0	0	0	0
met5	0	-	0	0
stage by stage:
step / setup WS (ps) / setup TNS (ps) / util (%) / power (µW) / std cells
2_1_floorplan: 559 / 0 / - / 14.4 / 11
3_3_place_gp: -410 / -1100 / 6.78 / 43.1 / 66
3_5_place_dp: -454 / -1200 / 6.78 / 44.7 / 66
4_1_cts: 5.94 / 0 / 7.80 / 48.3 / 68
5_1_grt: 60.4 / 0 / 7.95 / 59.6 / 69
6_report: 114 / 0 / 8.02 / 52.7 / 70
tightest hold or removal path, stage by stage:
cell and delay [ps]:
clkdlybuf4s15_1 200, ha_4 150, a21oi_4 30, and2_4 140
clkbuf_2 90
synth_stat cells:
cell and number:
inv_1 3, and2_1 1, nand3b_1 1, a21oi_1 2, and3_4 1, ha_1 3
cell type report:
type	instances	area share, %
multi-input cells	8	40.6
repair buffers	11	32.4
well taps	46	21.0
inverters	3	4.11
diodes	2	1.83
repair_timing:
item | CTS | global route
resized | 16 | 6
pin swaps | 6 | 2
endpoints found under the setup margin | 3 | 2
setup buffers | 2 | 0
cell usage in the layout (no fill, tap or decap):
cell             instances
nand3b_1                 1
clkdlybuf4s15_1          2
inv_2                    2
buf_4                    2
inv_1                    1
and2_4                   1
and3_4                   1
ha_4                     2
ha_1                     1
diode_2                  2
a21oi_4                  1
a21oi_1                  1
dlygate4sd2_1            5
clkbuf_2                 2
path summary, 6_finish.rpt:
check	to	slack, ps
max	gt	110
min	lt	1370
No activity file was given, so power comes from the tool's default toggle rates.
